==> /design/flow/design.v <==
`timescale 1ns / 1ps
module FPCVT (
   D,
   S, E, F
   );
   input wire [11:0] D;
   output wire S;
   output wire [2:0] E;
   output wire [3:0] F;
	assign S = D[11];
   wire [11:0] converted_sig;
   sign_mag_converter get_sign_mag(
	 .linear_enc_sign(D), 
	 .sign(S),
    .conv_sig(converted_sig)
   );
   wire [4:0] presignificand;
   wire [2:0] pre_exp;
   preexp_and_presig extract_data(
    .converted_sig(converted_sig),
    .presignificand(presignificand), 
	 .pre_exp(pre_exp)
	);
   round_data final_output(
    .presignificand(presignificand), 
	 .pre_exp(pre_exp),
    .significand(F), 
	 .exp(E)
    );
endmodule
`timescale 1ns / 1ps
module preexp_and_presig(
  converted_sig,
  pre_exp, presignificand
  );
  input [11:0] converted_sig;
  output [2:0] pre_exp;
  output [4:0] presignificand;
  reg [2:0] temp_pre_exp;
  reg [4:0] temp_presignificand;
  reg [3:0] four_bit_converted_sig;
  reg [11:0] pre_truncate;
  reg [3:0] num_zeros;
  reg [2:0] shift_value;
  always @ (*) begin
      temp_pre_exp = 0;
		temp_presignificand = 0;
		num_zeros = 0;
		shift_value = 0;
      if (converted_sig[11] == 0) begin
			num_zeros = num_zeros + 1;
			if (converted_sig[10] == 0) begin
				num_zeros = num_zeros + 1;
				if (converted_sig[9] == 0) begin
					num_zeros = num_zeros + 1;
					if (converted_sig[8] == 0) begin
						num_zeros = num_zeros + 1;
						if (converted_sig[7] == 0) begin
							num_zeros = num_zeros + 1;
							if (converted_sig[6] == 0) begin
								num_zeros = num_zeros + 1;
								if (converted_sig[5] == 0) begin
									num_zeros = num_zeros + 1;
									if (converted_sig[4] == 0) begin
										num_zeros = num_zeros + 1;
										end
								   end
								end
							end
						end
					end
				end
			end
		if (num_zeros >= 8) begin
			num_zeros = 8;
		end
		shift_value = 12 - (num_zeros + 5);
		if (num_zeros == 8) begin
			four_bit_converted_sig = converted_sig[3:0];
			temp_presignificand = {four_bit_converted_sig, 1'b0};
		end
		else begin
			pre_truncate = converted_sig >> shift_value;
			temp_presignificand = pre_truncate[4:0];
		end
	   temp_pre_exp = 8 - num_zeros;
	end
	assign pre_exp = temp_pre_exp;
	assign presignificand = temp_presignificand;
endmodule
`timescale 1ns / 1ps
module round_data(
  presignificand, pre_exp, 
  significand, exp
  );
    input [4:0] presignificand;
    input [2:0] pre_exp;
    output [3:0] significand;
    output [2:0] exp;
	 reg [4:0] temp_significand;
	 reg [2:0] temp_exp;
    always @ (*) begin
		temp_significand = presignificand;
		temp_exp = pre_exp;
		if(presignificand[0] == 1) begin
			if ((&presignificand) == 1) begin
				if (pre_exp < 7) begin
					temp_significand = 4'b1000;
					temp_exp = pre_exp + 1;
				end
				else if (pre_exp == 7) begin
					temp_significand = 4'b1111;
					temp_exp = pre_exp;
				end
			end
			else begin 
				temp_significand = presignificand[4:1] + 1;
				temp_exp = pre_exp;
			end
		end
		else begin
			temp_significand = presignificand[4:1];
			temp_exp = pre_exp;
		end
	 end
	 assign significand = temp_significand;
	 assign exp = temp_exp;
endmodule
`timescale 1ns / 1ps
module sign_mag_converter(
  linear_enc_sign, sign,
  conv_sig
  );
  input [11:0] linear_enc_sign;
  input sign;  
  output [11:0] conv_sig;
  reg [11:0] temp_conv_sig;
  always @ (*) begin
	 temp_conv_sig = conv_sig;
	 if(sign == 1) begin
	   if(linear_enc_sign == -12'b100000000000) begin
			temp_conv_sig = 12'b011111111111;
      end
		else begin
      temp_conv_sig = (~linear_enc_sign) + 1;
		end
    end
    else begin
       temp_conv_sig = linear_enc_sign;
     end
   end
	assign conv_sig = temp_conv_sig;
endmodule
==> /design/flow/run.sh <==
#!/bin/bash
# OpenROAD 26Q1-2900-gdf79404cd8, Yosys 0.63+post, stock flow scripts
make -C /OpenROAD-flow-scripts/flow DESIGN_CONFIG=/design/flow/config.mk WORK_HOME=/design/flow/orfs finish
==> /design/flow/config.mk <==
export PLATFORM = sky130hd
export DESIGN_NAME = FPCVT
export DESIGN_NICKNAME = FPCVT
export VERILOG_FILES = /design/flow/design.v
export SDC_FILE = /design/flow/constraint.sdc
export NUM_CORES = 4
export LEC_CHECK = 1
export CORE_AREA = 10 10 72 72
export DIE_AREA = 0 0 82 82
==> /design/flow/constraint.sdc <==
current_design FPCVT

set clk_period 12.6
set clk_io_pct 0.2

create_clock -name clk0 -period $clk_period

set non_clock_inputs [all_inputs -no_clocks]
set_input_delay [expr $clk_period * $clk_io_pct] -clock clk0 $non_clock_inputs
set_output_delay [expr $clk_period * $clk_io_pct] -clock clk0 [all_outputs]
==> Changelog: implementation <==
### Physical design

* Seq Cell Count at 0
* Yosys Warn Count at 3
* Run status: completed
* Fmax achieved at 0.103 GHz
* Most frequent cells in the layout: clkdlybuf4s50_1 (20), nor2_1 (17), nand2_1 (13)
* Critical path launch point type: input pin
* DP Area at 1470 µm²
* Horiz. Die Dim at 82 µm
* Clock buf count at 0
* Synth Seq Share at 0
* Layout Cells excl Fill at 239
* P per Cell Area at 50.8 nW/µm²
* RSZ-0062 raised after global routing: no
* Layout cells sized above 1 at 0.0995
* Slew headroom at 0.422
* Resized Gates After CTS at 0
* Mean Syn Cell Area at 6.94 µm²
* Worst IR Drop VDD at 0.0000159 V
* Worst-Margin Slew at 862 ps
* DR DRC count at 0
* DP Cell Count at 239
* Critical path peak fanout at 8
* Core Box Area at 3690 µm²
* Yosys cell count at 179
* Number of global-route vias before repair at 1290
* Crit path cell chain: clkdlybuf4s50_1, inv_1, ha_1, or4b_1, o21ai_0, and2_1, o311ai_1, and2_1, clkinv_1, ha_1, nand4_1, or2_0, o211ai_1, a31o_2, ha_1, nand2_1, mux2_1, nand3_1, clkdlybuf4s50_1
* Worst EP required at 10080 ps
* Worst Hold Class: input pin to output pin
* Fin Hold WS at 6380 ps
* Final GP Congestion at 0.944
* Vias per cell at 6.08
* Die area at 6720 µm²
* IO Count at 20
* Dpl hpwl at 2790 µm
* Routed len/inst at 14.3 µm
* YS chip area at 1240 µm²
* CP delay by family, top: simple AND/OR/NAND/NOR gates
* Total length of routed wires at 3420 µm
* Leakage power at 0.480 nW
* Post-CTS setup buffer count at 0
* Initial antenna violation count at 0
* Type of the worst setup path: input pin to output pin
* Max_cap viols at 0
* Die y size at 82 µm
* Cells after synthesis at 179
* Max stage delay on crit path at 610 ps
* Fp_density at 0.337
* Mapped Area at 1240 µm²
* First-pass GRT wire length at 5980 µm
* Setup crit end kind: output pin
* Most frequent logic cell in the layout: clkdlybuf4s50_1
* Final Cell Area at 1470 µm²
* Min Tclk post-route at 9670 ps
* Tot Pwr at 0.0745 mW
* Hold buffers post-CTS at 0
* Initial DRC count at 183
* Register area at 0 µm²
* Pre-antenna DRT Iters at 4
* # diodes at 0
* Final Hold Violating Endpoints at 0
* Crit path buf inv count at 4
* CP most frequent cell: ha_1
* Setup violations, final at 0
* Crit-path slowest cell: or4b_1
* Antenna violation net count after detailed routing at 0
* Synth cell types at 63
* GRT Total Usage at 0.104
* Gr ovfl total at 0
* Largest net degree at the start of global routing at 24
* OpenROAD warnings at 34
* Setup_tns at 0 ps
* Port buffer count at 20
* Via count at 1452
* Area Overhead vs Synth at 18.0%
* Final worst path period share at 0.767
* Rows at 22
* Final Max Tran Viols at 0
* WP data arrival at 7150 ps
-- where the power goes --
part / leakage (nW) / internal, mW / total (mW) / switching, mW
clock network: 0 / 0 / 0 / 0
registers: 0 / 0 / 0 / 0
logic: 0.480 / 0.0352 / 0.0745 / 0.0392
-- final timing paths --
check | start | to | slack [ps] | cells past startpoint
worst max-delay path | D[1] | F[2] | 2930 | 19
worst min-delay path | D[11] | S | 6380 | 2
-- routing by layer --
metal | vias to the layer above | global-route usage | wire length, µm | share of wire
li1 | 742 | - | - | -
met1 | 652 | 0.151 | 1700 | 0.50
met2 | 54 | 0.173 | 1520 | 0.44
met3 | 4 | 0.00330 | 183 | 0.053
met4 | 0 | 0.00680 | 20 | 0.0058
met5 | - | 0 | 0 | 0
-- per-stage QoR --
step,setup slack [ps],util
finish,2930,0.398
global placement,3030,0.398
CTS,2960,0.398
floorplan,4330,-
detailed placement,2980,0.398
global route,2610,0.398
-- area by class of cell --
class,count,area (µm²)
inverters,9,33.8
multi-input cells,160,1160
well taps,48,60.1
fillers,394,2220
repair buffers,22,215
-- cell usage after synthesis, types with 3 or more instances --
library cell | count | share of area
o21a_1 | 5 | 0.030
nor3_1 | 4 | 0.016
nor2_1 | 17 | 0.051
xnor2_1 | 3 | 0.021
a211oi_1 | 3 | 0.018
clkbuf_1 | 3 | 0.0091
buf_2 | 5 | 0.020
inv_1 | 8 | 0.024
nand3_1 | 4 | 0.016
nand2_1 | 13 | 0.039
and2_1 | 4 | 0.020
or3_1 | 4 | 0.020
o21ai_0 | 7 | 0.028
nor4_1 | 4 | 0.020
o21ai_2 | 4 | 0.028
nand2b_1 | 3 | 0.015
ha_1 | 5 | 0.050
mux2i_1 | 6 | 0.048
o211ai_1 | 8 | 0.048
a31oi_1 | 4 | 0.020
a21oi_1 | 7 | 0.028
o311a_1 | 3 | 0.024
-- cell families after synthesis --
family,share of synthesized area
muxes,0.0574
buffers and inverters,0.0685
xor gates and xnor gates,0.0282
AOI/OAI and AO/OA,0.443
adders and majority gates,0.0504
and+or+nand+nor,0.352
Power figures rest on the tool's default switching activity, not on a simulated workload.

==> flow/design.v <==
`timescale 1ns / 1ps
module flying_saucer(
	input wire clk,
	input wire rst,
	input wire restart,
	input wire [1:0] mode,
	input wire [9:0] xCoord,
	input wire [9:0] yCoord,
	input wire [10:0] spaceship_laser_xCoord,
	input wire [10:0] spaceship_laser_yCoord,
	output wire [7:0] rgb,
	output wire is_flying_saucer,
	output wire [10:0] current_xCoord,
	output wire [10:0] current_yCoord
    );
   parameter LEFT_EDGE = 11'd0;
   parameter RIGHT_EDGE = 11'd640;
   parameter TOP_EDGE = 11'd0;
   parameter BOTTOM_EDGE = 11'd480;
	reg [7:0] set_color;
	parameter COLOR_FLYING_SAUCER = 8'b10100111;
	parameter COLOR_FLYING_SAUCER_BLACK = 8'b00000000;
	parameter FLYING_SAUCER_HEIGHT = 11'd16;
	parameter FLYING_SAUCER_LENGTH = 11'd40;
	parameter FLYING_SAUCER_TOP = 11'd74;
	parameter FLYING_SAUCER_BOTTOM = 11'd88;
	parameter FLYING_SAUCER_INITIAL_X = -11'd50;
	parameter FLYING_SAUCER_Y = 11'd80;
	parameter LASER_HEIGHT = 11'd10;
	parameter LASER_LENGTH = 11'd3;
   parameter MOVE_LEFT  = 11'd1;
	parameter MOVE_RIGHT = 11'd1;
	parameter MOVE_UP = 11'd1;
	reg [10:0] flying_saucer_wait_timer;
	reg [10:0] flying_saucer_counter;
	reg flying_saucer_move_left;
	reg [10:0] flying_saucer_coord;
	initial begin
		flying_saucer_coord = FLYING_SAUCER_INITIAL_X;
		flying_saucer_wait_timer = 11'd0;
		flying_saucer_move_left = 1;
		flying_saucer_counter = 0;
	end
	wire clk_frame = (xCoord == 0 && yCoord == 0);
	always @ (posedge clk) begin
		if (rst || mode == 0 || mode == 1 || restart) begin
			flying_saucer_coord = FLYING_SAUCER_INITIAL_X;
			flying_saucer_wait_timer = 11'd0;
			flying_saucer_move_left = 1;
			flying_saucer_counter = 0;
		end
		if (clk_frame && mode == 2) begin
			if (flying_saucer_move_left) begin
				if (flying_saucer_coord == -50) begin
					flying_saucer_move_left = 0;
				end
				if (flying_saucer_counter == 2) begin
					flying_saucer_coord = flying_saucer_coord - MOVE_LEFT;
					flying_saucer_counter = 0;
				end
				else begin
					flying_saucer_counter = flying_saucer_counter + 1;
				end
			end
			if ((spaceship_laser_yCoord <= FLYING_SAUCER_Y + FLYING_SAUCER_HEIGHT / 2 + MOVE_UP &&
				  spaceship_laser_xCoord >= flying_saucer_coord - FLYING_SAUCER_LENGTH / 2 &&
				  spaceship_laser_xCoord <= flying_saucer_coord + FLYING_SAUCER_LENGTH / 2)
			    ) begin
				 flying_saucer_coord = FLYING_SAUCER_INITIAL_X;
				 flying_saucer_move_left = 1;
				 flying_saucer_wait_timer = 11'd0;
			end
			if (!flying_saucer_move_left) begin
				flying_saucer_wait_timer = flying_saucer_wait_timer + 11'b1;
				if (flying_saucer_wait_timer == 11'd25) begin
					flying_saucer_move_left = 1;
					flying_saucer_coord = FLYING_SAUCER_INITIAL_X;
					flying_saucer_wait_timer = 11'd0;
				end
			end
			if (xCoord >= 0 && xCoord < 640 && yCoord >= 0 && yCoord < 480) begin
				if (yCoord >= FLYING_SAUCER_TOP && yCoord <= FLYING_SAUCER_BOTTOM &&
					 xCoord >= flying_saucer_coord - FLYING_SAUCER_LENGTH / 2 && xCoord <= flying_saucer_coord + FLYING_SAUCER_LENGTH / 2
					) begin
					set_color <= COLOR_FLYING_SAUCER;
				end
			end
		end
	 end 
	 assign current_xCoord = flying_saucer_coord;
	 assign current_yCoord = FLYING_SAUCER_Y;
	 assign rgb = set_color;
	 assign is_flying_saucer = (yCoord >= FLYING_SAUCER_TOP && yCoord <= FLYING_SAUCER_BOTTOM &&
										 xCoord >= flying_saucer_coord - FLYING_SAUCER_LENGTH / 2 && xCoord <= flying_saucer_coord + FLYING_SAUCER_LENGTH / 2
										);
endmodule 
==> flow/run.sh <==
#!/bin/bash
# OpenROAD 26Q1-2900-gdf79404cd8, Yosys 0.63+post, stock flow scripts
make -C /OpenROAD-flow-scripts/flow DESIGN_CONFIG=/design/flow/config.mk WORK_HOME=/design/flow/orfs finish
==> flow/config.mk <==
export PLATFORM = sky130hd
export DESIGN_NAME = flying_saucer
export DESIGN_NICKNAME = flying_saucer
export VERILOG_FILES = /design/flow/design.v
export SDC_FILE = /design/flow/constraint.sdc
export NUM_CORES = 4
export LEC_CHECK = 1
export CORE_UTILIZATION = 40
==> flow/constraint.sdc <==
current_design flying_saucer

set clk_period 16.8
set clk_io_pct 0.2

create_clock -name clk0 -period $clk_period [get_ports {clk}]

set non_clock_inputs [all_inputs -no_clocks]
set_input_delay [expr $clk_period * $clk_io_pct] -clock clk0 $non_clock_inputs
set_output_delay [expr $clk_period * $clk_io_pct] -clock clk0 [all_outputs]
==> impl_report.txt <==
==== FLOW RESULTS ====
----------------------------------------------------
[Synth]
  Post-synth EDFFs ........................ 0
  Register bit total from synthesis ........................ 34
  Synthesis Warnings ........................ 1
  Mean area per synthesized cell ........................ 7.707 um2
  Top area cells in the synthesized netlist ........................ dfxtp_1, ha_1, xor2_1
  Proportion of synthesized chip area in sequential cells ........................ approximately 18%
  Cell count in the Yosys report ........................ 495
  Yosys top cell area share ........................ 17.84%
  Dominant register cell in the synthesized netlist ........................ dfxtp_1
  Chip area line of the yosys report ........................ ~3800 um2
  Largest area contributor in the netlist ........................ dfxtp_1
  Netlist area before placement ........................ 3815 um2
  Share of synthesized registers carrying an async set or reset ........................ 0%
  Post-synthesis cell type count ........................ 75
  Gate count after technology mapping ........................ slightly below 500

[Worst setup path]
  Crit path max fanout ........................ 34
  CP max stage cell ........................ clkdlybuf4s50_1
  Arrival time at the worst endpoint ........................ 11020 ps
  Startpoint type of the worst setup path ........................ primary input
  Critical Path End Type ........................ register
  Critical path class ........................ in -> reg
  Required @ worst endpoint ........................ 17040 ps
  Crit path largest cell delay ........................ 520 ps
  Worst path most repeated cell ........................ ha_1

[Power and ir drop]
  Power share of the sequential group ........................ 47.2%
  P_sw ........................ 0.00004247 W
  Maximum resistive drop on vdd ........................ ~0.034 mV
  Internal power contribution ........................ 0.0001279 W
  PnR Total Power ........................ 0.0001704 W
  Combinational share of power ........................ 14.6%
  Clock group share of total power ........................ about two fifths
  Total leakage power ........................ 1.794 nW
  Switching Fraction ........................ 24.93%
  Total power divided by cell area ........................ around 38 nW/um2

[Floorplanning]
  Die H ........................ about 100 um
  Area of the die ........................ 9932 um2
  Core box area ........................ 9240 um2
  Floorplan Utilization ........................ 41.29%
  I/O Pins ........................ 78
  Standard-cell row count ........................ 35
  Die span in x ........................ around 100 um

[Timing]
  PnR worst setup slack ........................ 6014 ps
  Relative slew slack ........................ 56.36%
  Count of final max-slew check failures ........................ 0
  Total negative setup slack ........................ 0 ps
  Actual slew at the worst max-slew pin ........................ 652.7 ps
  Final period demand of the worst path ........................ between 10000 and 15000 ps
  # setup viols final ........................ 0
  Cycle use final ........................ 64.20%
  Final Skew ........................ 10.58 ps
  Unrepaired setup endpoints after global routing ........................ no
  Maximum achievable frequency ........................ 92.72 MHz
  Number of hold violations in the final report ........................ 0

[Run]
  Maxcap violations ........................ 0
  Number of warnings the tools reported ........................ 30

[Clock network]
  Number of buffers inserted during clock tree synthesis ........................ 5
  Cell at the root of the clock tree ........................ clkbuf_8
  Clock transition at the registers of the reported paths ........................ 70 ps
  Clk ins delay skew pair ........................ 290 ps
  Count of hold buffers inserted by post-cts repair ........................ 0
  CTS tree ........................ built
  Clock sink count ........................ 34
  Number of buffers inserted by post-CTS setup repair ........................ 0
  Clock Tree Buf Depth ........................ 2
  H-tree depth ........................ 2
  CTS-repair resized insts ........................ 0

[Drt]
  Total number of vias ........................ 3655
  Number of remaining DRC errors ........................ 0
  Final antenna-violating net count ........................ 0
  Wirelength, routed ........................ 10.05 mm
  Via-to-Cell Ratio ........................ 5.480
  First-iteration detailed-routing DRC count ........................ between 150 and 200
  First-pass DRT Iterations ........................ 4
  Average detailed-routed wire length per instance ........................ 15.06 um
  Antenna fix cells ........................ 0

[Cells and area]
  Finished Cell Area ........................ 4491 um2
  Most frequent logic cell in the layout ........................ clkdlybuf4s50_1
  Area growth from synthesis to final layout ........................ 17.71%
  Top cells excl fill/tap ........................ clkdlybuf4s50_1, ha_1, nor2_1, nand2_1, dfxtp_1
  Sequential cell area ........................ slightly below 700 um2
  Logic area ........................ around 2900 um2
  Ratio of cells with drive above 1 in the final layout ........................ 5.390%
  Number of fillers in the final layout ........................ 873

[GRT]
  Vias in the first global route ........................ 3452
  Global-route usage over all layers ........................ 21.00%
  Pin count of the biggest net entering global routing ........................ 37
  Initial antenna violation count ........................ 0
  First-pass GRT wire length ........................ 16.76 mm
  Global-route congestion overflow total ........................ 0

[Place]
  Cell area after placement ........................ 4395 um2
  Setup slack at placement ........................ 5809 ps
  Detailed placement HPWL ........................ 7.699 mm
  GPL Wtd Cong ........................ roughly 0.87
  Tally of buffers added on design ports ........................ 57

[Worst hold path]
  Min-delay worst type ........................ reg -> reg

[Outcome]
  Outcome ........................ complete, no violations

----------------------------------------------------
## per-stage QoR
step	utilization [%]	hold slack, ps	instances
4_1_cts	48.60	492.8	667
3_3_place_gp	47.57	462.0	659
5_1_grt	48.60	511.1	667
6_report	48.60	489.5	667
3_5_place_dp	47.57	472.2	659
2_1_floorplan	-	454.9	512
## cell usage after synthesis, types with 4 or more instances
cell       count
clkbuf_1      10
buf_2          5
nand4_1        6
and2_1         5
inv_1         15
o21ai_0       21
nor3_1        18
xor2_1        19
xnor2_1       17
dfxtp_1       34
buf_1          6
nand3_1       20
o21ai_1        7
nor2b_1        6
buf_4         20
o31ai_1        4
o211ai_1       5
nor4_1         9
nor2_1        43
or3_1          6
ha_1          44
a21oi_1       24
o21a_1         7
nand2b_1       5
a21o_1         6
a31oi_1        7
and3_1        10
a211oi_1       4
nand2_1       42
a2bb2oi_1      4
## logic make-up (layout without fill, tap and decap cells)
family | after synthesis | count (layout) | synth area share [%]
AOI/OAI and AO/OA | 126 | 126 | 23.45
xor gates and xnor gates | 36 | 36 | 8.265
adders and majority gates | 44 | 44 | 14.43
buffers and inverters | 57 | 83 | 7.740
DFF | 34 | 34 | 17.84
muxes | 4 | 4 | 1.082
other | 2 | 19 | 0.1969
and+or+nand+nor | 192 | 192 | 26.99
## metal layers
metal	wire, um	share of wire (%)	vias up	global-route usage, %
li1	-	-	1863	-
met1	4861	48	1690	32.02
met2	4605	46	97	34.43
met3	522	5.2	5	1.501
met4	57	0.57	0	1.244
met5	0	0	-	0
## final cells by class
class	count	area share, %
sequential	34	15.16
tap	129	3.594
timing repair buffer	59	13.04
clock inverter	2	0.2786
clock buffer	6	1.839
inverter	16	1.337
multi-input combinational	421	64.75
## final timing paths
kind,startpoint,endpoint,slack (ps),cells after the start
worst max register to register,flying_saucer_counter[1],flying_saucer_wait_timer[6],9900,32
worst min-delay path,flying_saucer_wait_timer[10],flying_saucer_wait_timer[10],490,1
worst max-delay path,mode[1],flying_saucer_wait_timer[6],6010,35
worst min register to register,flying_saucer_wait_timer[10],flying_saucer_wait_timer[10],490,1
## registers in the layout (all words and copies together), names as in the netlist
register / flops
flying_saucer_coord: 11
flying_saucer_wait_timer: 11
flying_saucer_counter: 11
flying_saucer_move_left: 1
## power by group through the flow
stage | clock [W] | combinational, W | sequential (W)
6_report | 0.0000650 | 0.0000249 | 0.0000805
5_1_grt | 0.0000694 | 0.0000278 | 0.0000805
4_1_cts | 0.0000666 | 0.0000251 | 0.0000805
## worst max-delay path, delay by kind of cell
family,cells,cell delay (ps)
compound gates,8,1710
xor+xnor,1,80
fa+ha+maj,4,960
simple gates,16,3570
buf+inv,5,1060
mux,1,290
Power figures rest on the tool's default switching activity, not on a simulated workload.

`flow/config.mk`:
```
export PLATFORM = sky130hd
export DESIGN_NAME = isInBarrier
export DESIGN_NICKNAME = isInBarrier
export VERILOG_FILES = /design/flow/design.v
export SDC_FILE = /design/flow/constraint.sdc
export NUM_CORES = 4
export LEC_CHECK = 1
export CORE_AREA = 10 10 86 86
export DIE_AREA = 0 0 96 96
```
`flow/constraint.sdc`:
```
current_design isInBarrier

set clk_period 4.6
set clk_io_pct 0.2

create_clock -name clk0 -period $clk_period

set non_clock_inputs [all_inputs -no_clocks]
set_input_delay [expr $clk_period * $clk_io_pct] -clock clk0 $non_clock_inputs
set_output_delay [expr $clk_period * $clk_io_pct] -clock clk0 [all_outputs]
```
`flow/design.v`:
```
module isInBarrier(
   input wire [10:0] xCoord,
   input wire [10:0] yCoord,
   output reg [1:0] currBarrier,
   output reg inBarrier,
   output reg [10:0] shiftedXCoord
);
	parameter BARR_WIDTH = 10'd76;
	parameter BARR_HEIGHT = 10'd57;
	parameter BARR0_XSTART = 10'd54;
	parameter BARR1_XSTART = BARR0_XSTART+(2*BARR_WIDTH);
	parameter BARR2_XSTART = BARR0_XSTART+(4*BARR_WIDTH);
	parameter BARR3_XSTART = BARR0_XSTART+(6*BARR_WIDTH);
	parameter BARR_BLK_SZ = 10'd19;
	parameter BARR_YSTART = 10'd340;
always @ (*) begin
    if(yCoord >= BARR_YSTART && yCoord <= BARR_YSTART + BARR_HEIGHT) begin
        if(xCoord >= BARR0_XSTART && xCoord <= BARR0_XSTART+BARR_WIDTH) begin
            currBarrier = 2'b00;
            shiftedXCoord = xCoord - BARR0_XSTART;
            inBarrier = 1;
        end
        else if(xCoord > BARR1_XSTART && xCoord <= BARR1_XSTART+BARR_WIDTH) begin
            currBarrier = 2'b01;
            shiftedXCoord = xCoord - BARR1_XSTART;
            inBarrier = 1;
        end
        else if(xCoord > BARR2_XSTART && xCoord <= BARR2_XSTART+BARR_WIDTH) begin
            currBarrier = 2'b10;
            shiftedXCoord = xCoord - BARR2_XSTART;
            inBarrier = 1;
        end
        else if(xCoord > BARR3_XSTART && xCoord <= BARR3_XSTART+BARR_WIDTH) begin
            currBarrier = 2'b11;
            shiftedXCoord = xCoord - BARR3_XSTART;
            inBarrier = 1;
        end
        else begin
            currBarrier = 2'b00;
            shiftedXCoord = BARR0_XSTART + 8*BARR_WIDTH;
            inBarrier = 0;
        end
    end
    else begin
        currBarrier = 2'b00;
        shiftedXCoord = BARR0_XSTART + 8*BARR_WIDTH;
        inBarrier = 0;
    end
end
endmodule
```
`flow/run.sh`:
```
#!/bin/bash
# OpenROAD 26Q1-2900-gdf79404cd8, Yosys 0.63+post, stock flow scripts
make -C /OpenROAD-flow-scripts/flow DESIGN_CONFIG=/design/flow/config.mk WORK_HOME=/design/flow/orfs finish
```
==> summary.txt <==
run results: Filler Cell Count 618, final-report max-slew violation count 0, antenna violations before repair 0, Final GP Congestion 0.928, setup repair after global routing missed its margin no, Worst path max stage delay 0.48 ns, type of origin of the critical path input port, DRC errors left 0, wire length after detailed routing 3120 um, buffers added on ports 35, CORE AREA 5540 um2, number of warning messages in the yosys log 1, Net Sw Power 0.0000401 W, critical path data required time 3.68 ns, count of boundary I/O pins 36, count of hold-fix buffers inserted at cts 0, Max VDD drop 0.0275 mV, Min-Delay Path Class input port to output pin, data arrival time at the worst-slack endpoint 3.46 ns, final sum of negative setup slack 0 ns, power density of the placed cells 60.7 nW/um2, period utilisation layout 95.1%, Routed Antenna Nets 0, buffers plus inverters on the worst setup path 4, count of buffers added by post-CTS timing repair for setup 0, synthesis area per yosys 846 um2, total of endpoints with negative setup slack in the final report 0, maximum number of pins on one net before global-route repair 15, yosys stat cell total 125, average wire per standard cell 12.9 um, Post-CTS Resized 0, static leakage 0.467 nW, CLK BUF 0, combinational share of power 100.0%, wire length of the first global-routing pass 4940 um, total area of sequential cells 0 um2, Syn Inst Count 125, clock network fraction of total power 0%, Synth Seq Share 0%, Overflow after GRT 0, most instantiated cells after synthesis sky130_fd_sc_hd__nand2_1 (15), sky130_fd_sc_hd__nor3_1 (8), sky130_fd_sc_hd__xnor2_1 (8), sky130_fd_sc_hd__inv_1 (7), sky130_fd_sc_hd__nor2_1 (7), biggest fanout along the worst timing path 7, Final Hold Fails 0, Antenna diodes 0, first-pass detailed-route iteration total 4, fin cells 241, top cells by area, synth sky130_fd_sc_hd__xnor2_1 (8.3%), sky130_fd_sc_hd__nand2_1 (6.7%), sky130_fd_sc_hd__nor3_1 (4.7%), type of destination of the critical path output pin, hpwl dp 2560 um, total global routing track utilization 6.47%, sequential cell fraction of total power 0%, num sequential 0, fmax 228 MHz, category of the most critical setup path input port to output pin, min cycle time layout 4.38 ns, tool warning count 35, gate family responsible for the most delay along the worst path buffers and inverters, signed area change from the synthesized netlist to the final layout 62.3%, switching power as a share of total power 48.1%, ratio of cells with drive above 1 in the final layout 14.2%, portion of synthesized cell area occupied by the leading cell type 8.28%, Tot Pwr 0.0000833 W, Mapped Avg Cell Area 6.77 um2, Worst slew margin 65.6%, Chip Width 96 um, tally of max-capacitance violations 0, overall die height 96 um, via count of the first global-routing pass 996, Max stage delay cell, worst path sky130_fd_sc_hd__clkdlybuf4s50_1, Row Count 27, dominant cell by count in the synthesized netlist sky130_fd_sc_hd__nand2_1, vias post-DR 1086, Pre-Place Util 15.3%, netlist area before placement 846 um2, synth unique cells 48, floorplan die area 9220 um2, most repeated library cell on the critical path sky130_fd_sc_hd__clkdlybuf4s50_1, Slew @ Worst Pin 0.515 ns, result of the run finished clean, cell type with the largest total area after synthesis sky130_fd_sc_hd__xnor2_1, DP Cell Count 239, cell chain of the critical path clkdlybuf4s50_1 > buf_4 > inv_1 > ha_1 > nor2b_1 > o311a_1 > o21ai_0 > a41oi_4 > and2_1 > clkdlybuf4s50_1, Int Power 0.0000432 W, Iteration-0 DRC Markers 62, ratio of routed vias to standard cells 4.51
## logic make-up after synthesis
group	Yosys count	share of synthesized area (%)
adder cells (fa/ha/maj)	3	4.44
buffers and inverters	15	7.99
AND-OR/OR-AND	44	41.9
AND/OR/NAND/NOR	51	33.0
multiplexers	2	2.37
XOR/XNOR	10	10.4
## worst paths after layout
kind	startpoint	endpoint	depth (start not counted)	slack (ns)
worst max-delay path	xCoord[1]	shiftedXCoord[0]	10	0.22
worst min-delay path	xCoord[1]	shiftedXCoord[1]	4	2.94
## metrics by stage
step / hold WS [ns] / utilization, % / worst slack [ns] / area [um2]
after detailed placement: 2.94 / 24.5 / 0.213 / 1360
after global routing: 3.01 / 24.8 / 0.0113 / 1370
after global placement: 2.95 / 24.5 / 0.175 / 1360
after floorplan: 1.86 / - / 1.38 / 846
after CTS: 2.95 / 24.5 / 0.176 / 1360
final: 2.94 / 24.8 / 0.223 / 1370
## layout make-up
| class | instances | area, um2 | share of cell area [%] |
|---|---|---|---|
| well taps | 72 | 90.1 | 6.56 |
| inverters | 7 | 26.3 | 1.91 |
| repair buffers | 52 | 478 | 34.8 |
| multi-input cells | 110 | 778 | 56.7 |
## metal layers
metal	part of all wire, %	up-vias	global-route usage [%]	wire length, um
met5	0	-	0	0
met4	0	0	0	0
met3	7.7	0	1.34	240
met2	43	43	9.42	1350
met1	49	477	10.1	1530
li1	-	566	-	-
## power by group through the flow
stage | logic (W) | clock network [W] | registers (W)
after CTS | 0.0000825 | 0 | 0
after global routing | 0.0000915 | 0 | 0
final | 0.0000833 | 0 | 0
## cell usage in the layout (no fill, tap or decap), drive strengths merged, types with 3 or more instances in the layout
cell / instances
xnor2: 8
nor2: 7
nand3: 3
nor3b: 3
buf: 17
o21ai: 6
nor3: 8
a21o: 3
ha: 3
a31oi: 3
inv: 7
a21oi: 6
a211oi: 3
a211o: 3
nor2b: 3
clkdlybuf4s50: 35
a311oi: 3
nand2: 15
## tightest hold or removal path, cell delays in order
cell,delay (ns)
sky130_fd_sc_hd__clkdlybuf4s50_1,0.48
sky130_fd_sc_hd__buf_4,0.15
sky130_fd_sc_hd__nand2_1,0.05
sky130_fd_sc_hd__clkdlybuf4s50_1,0.41
No activity file was given, so power comes from the tool's default toggle rates.
